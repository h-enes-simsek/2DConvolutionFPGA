File: ./config.mk
export PLATFORM = sky130hd
export DESIGN_NAME = conv_input_reg
export DESIGN_NICKNAME = conv_input_reg
export VERILOG_FILES = /design/flow/design.v
export SDC_FILE = /design/flow/constraint.sdc
export NUM_CORES = 4
export LEC_CHECK = 1
export CORE_UTILIZATION = 50
File: ./constraint.sdc
current_design conv_input_reg

set clk_period 3.1
set clk_io_pct 0.2

create_clock -name clk0 -period $clk_period [get_ports {clk}]

set non_clock_inputs [all_inputs -no_clocks]
set_input_delay [expr $clk_period * $clk_io_pct] -clock clk0 $non_clock_inputs
set_output_delay [expr $clk_period * $clk_io_pct] -clock clk0 [all_outputs]
File: ./design.v
`timescale 1ns / 1ps
module conv_input_reg(
    input clk, enable,
    input [7:0] data_in,
    output reg [71:0] data_out
    );
    initial begin
        data_out = 0;
    end
    reg extented_enable;
    initial 
        extented_enable = 0;
    always @(negedge clk) begin
        if(enable|extented_enable) begin
            data_out = data_out >> 8;  
            data_out[71:64] = data_in;  
        end
        extented_enable <= enable;
    end
endmodule
File: ./run.sh
#!/bin/bash
# OpenROAD 26Q1-2900-gdf79404cd8, Yosys 0.63+post, stock flow scripts
make -C /OpenROAD-flow-scripts/flow DESIGN_CONFIG=/design/flow/config.mk WORK_HOME=/design/flow/orfs finish
==> flow_metrics.tcl <==
# place-and-route summary
set metrics [dict create \
    status "complete, but fails checks" \
    failed_checks "negative setup slack" \
    vias 1376 \
    cts_tree "yes" \
    yosysUniqueCellTypes 4 \
    numClockSinks 73 \
    largest_area_cell "edfxtp_1" \
    htree_levels 3 \
    ys_dominant_reg_cell "edfxtp_1" \
    rsz0062_at_grt "yes" \
    cp_top_family "flip-flops" \
    setup.worst_path.class "reg2out" \
    yosys.stat.seqShare_pct 99.5 \
    grt_use_total_pct 21.1 \
    viasPerCell 4.37 \
    hold_viol 0 \
    chipHeight_um 68.2 \
    grt_max_degree 26 \
    grt-ovfl-total 0 \
    setup_tns_ns -0.00296 \
    worstSetupStartpointType "register" \
    drt_iter0_markers 73 \
    max-slew-margin-rel_pct 90.8 \
    drt_pass1_iterations 4 \
    hpwl_mm 2.37 \
    drt-total-wl_mm 4.25 \
    io_buffer_count 81 \
    cpPeakStageDelay_ns 0.40 \
    fin_ws_ns -0.00296 \
    drv_cap 0 \
    gp_congestion 0.714 \
    synth_dominant_cell_count "edfxtp_1" \
    rows 23 \
    syn_to_final_growth_pct 53.6 \
    wl_per_cell_um 13.5 \
    crit_fanout 2 \
    ys.flops 73 \
    synth-async-reset-ratio_pct 0 \
    area_leaders "edfxtp_1, dfxtp_1, or2_1" \
    min_from "data_out[63]" \
    top_area_share_pct 98.6 \
    hold_buffers 0 \
    worstSkewPairLatency_ns 0.39 \
    antenna_cells 0 \
    avgSynthCellArea_um2 29.2 \
    grt_pass1_wl_mm 6.04 \
    vdd_drop_max_v 0.000464 \
    ys.warnings.count 1 \
    p_per_area_nw_per_um2 717 \
    antenna_found_initial 0 \
    arrival_ns 2.48 \
    setup_viol 1 \
    fp_util_pct 53.3 \
    path_buffers 1 \
    r2r_start "extented_enable" \
    design.portCount 82 \
    drc 0 \
    leakage_nw 1.67 \
    required_ns 2.48 \
    die_w_um 68.2 \
    ys_top_cells_by_count "edfxtp_1, dfxtp_1, inv_1, or2_1" \
    cpMaxStageDelayCell "edfxtp_1" \
    ant_nets 0 \
    yosysChipArea_um2 2190 \
    finClkSkew_ns 0.0201 \
    power_w 0.00241 \
    layout.cells.non_filler 315 \
    worstSetupEndpointType "output port" \
    hold_ws_ns 0.419 \
    clockBufferDepth 2 \
    hold_path.class "reg2reg" \
    netlist_instances 75 \
    worstSetupStartpoint "data_out[31]" \
    cts_root_buf "clkbuf_8" \
    clkTransAtPathRegs_ns 0.05 \
    fp.coreArea_um2 4120 \
    chipArea_um2 4650 \
    drive_gt1_share_pct 41.5 \
    cts_buffers 9 \
    tightest_slew_ns 0.139 \
    ys_cells 75 \
    warnings 101 \
    synth_area_um2 2190 \
    drv_slew 0 \
    edf_count 72 \
    grt_pass1_vias 1465 \
    path_cells "buf_2" \
    dpl.cell_count 210 \
]
==> worst paths after layout <==
path / endpoint / slack (ns) / cells past startpoint
worst min-delay path: data_out[55] / 0.42 / 0
worst min register to register: data_out[55] / 0.42 / 0
worst max-delay path: data_out[31] / -0.003 / 1
worst max register to register: data_out[63] / 2.06 / 2
==> metal layers <==
metal	global-route usage (%)	wire length, um
met1	32.8	1780
met4	8.33	26
met3	19.8	611
met2	23.2	1830
met5	0	0
==> layout make-up <==
type	instances	area (um2)
sequential	73	2180
fill	200	748
timing repair buffer	106	676
clock inverter	76	314
clock buffer	9	124
tap	50	62.6
multi-input combinational	1	8.76
==> logic make-up after synthesis <==
family / after synthesis / synth area share (%)
buf+inv: 1 / 0.171
flops: 73 / 99.5
simple gates: 1 / 0.286
==> sequential cells by signal, indices dropped and copies added, names as in the netlist <==
register,cells
data_out,72
extented_enable,1
==> metrics by stage <==
stage          worst slack [ns]  util [%]  area (um2)
3_5_place_dp             -0.249      76.2        3140
6_report               -0.00296      81.8        3370
4_1_cts                0.000898      81.5        3350
2_1_floorplan           -0.0293         -        2190
3_3_place_gp             -0.239      76.2        3140
5_1_grt                 -0.0462      81.8        3370
==> report_power, final <==
part           internal (W)  leakage [nW]  switching [W]
sequential          0.00120         0.742      0.0000357
clock              0.000475         0.468       0.000567
combinational     0.0000973         0.459      0.0000413
==> what timing repair did <==
item,CTS,global route
setup endpoints to repair,72,36
gates resized,210,6
buffers inserted,15,6
==> cells in the final DEF, fill, tap and decap left out, drive strengths merged <==
cell	count
inv	73
buf	91
clkbuf	15
clkdlybuf4s50	9
clkinvlp	2
edfxtp	72
or2	1
dfxtp	1
bufinv	1
Power figures rest on the tool's default switching activity, not on a simulated workload.
