File: /design/flow/config.mk
export PLATFORM = sky130hd
export DESIGN_NAME = controller_fsm
export DESIGN_NICKNAME = controller_fsm
export VERILOG_FILES = /design/flow/design.v
export SDC_FILE = /design/flow/constraint.sdc
export NUM_CORES = 4
export LEC_CHECK = 1
export CORE_UTILIZATION = 30
export SYNTH_HDL_FRONTEND = slang
File: /design/flow/constraint.sdc
current_design controller_fsm

set clk_period 10.8
set clk_io_pct 0.2

create_clock -name clk0 -period $clk_period [get_ports {clk}]

set non_clock_inputs [all_inputs -no_clocks]
set_input_delay [expr $clk_period * $clk_io_pct] -clock clk0 $non_clock_inputs
set_output_delay [expr $clk_period * $clk_io_pct] -clock clk0 [all_outputs]
File: /design/flow/design.v
`timescale 1ns / 1ps
module controller_fsm(
    input clk,
    input done_conv,  
    input start,
    output reg shift_right,  
    output reg start_conv,  
    output reg [14:0] address,  
    output reg done,  
    output reg [3:0] state_reg,  
    output reg [3:0] state_next  
    );
    reg signed [14:0] i,j;  
    reg signed [14:0] i_temp,j_temp;  
    reg [3:0]     
        IDLE = 4'd0,
        RP1 = 4'd1,
        RP2 = 4'd2,
        RP3 = 4'd3,
        RP4 = 4'd4,
        RP5 = 4'd5,
        RP6 = 4'd6,
        RP7 = 4'd7,
        RP8 = 4'd8,
        RP9 = 4'd9,
        CONV = 4'd10,
        INCREASE_J = 4'd11,
        INCREASE_I = 4'd12;
    initial begin
    state_reg = IDLE;    
    i = 0;
    j = 0;
    start_conv = 0;  
    address = 0;  
    shift_right = 0;  
    done = 0;  
    end
    always @(posedge clk) begin
        case(state_reg)
            IDLE: begin
                    if(start) begin 
                        done = 0;
                        i=0;
                        j=0;
                        state_next=RP1;
                    end
                    else 
                        state_next=IDLE;
                  end
            RP1: begin
                    shift_right = 1;
                    i_temp = i-1;
                    j_temp = j-1;
                    state_next=RP2;  
                 end
            RP2: begin
                    i_temp = i-1;
                    j_temp = j;
                    state_next=RP3;  
                 end
            RP3: begin
                    i_temp = i-1;
                    j_temp = j+1;
                    state_next=RP4;  
                 end
            RP4: begin
                    i_temp = i;
                    j_temp = j-1;
                    state_next=RP5;  
                 end
            RP5: begin
                    i_temp = i;
                    j_temp = j;
                    state_next=RP6;  
                 end
            RP6: begin
                    i_temp = i;
                    j_temp = j+1;
                    state_next=RP7;  
                 end
            RP7: begin
                    i_temp = i+1;
                    j_temp = j-1;
                    state_next=RP8;  
                 end
            RP8: begin
                    i_temp = i+1;
                    j_temp = j;
                    state_next=RP9;  
                 end
            RP9: begin
                    i_temp = i+1;
                    j_temp = j+1;
                    state_next=CONV;  
                 end
            CONV: begin
                    shift_right = 0;
                    start_conv = 1;
                    if(done_conv) state_next=INCREASE_J;
                    else          state_next=CONV;
                  end
            INCREASE_J: begin
                          start_conv = 0;
                          if(j==127) state_next=INCREASE_I;
                          else begin
                                     j = j + 1;
                                     state_next=RP1;
                          end
                        end
            INCREASE_I: begin
                          if(i==127) begin 
                                     done = 1;
                                     state_next=IDLE;
                          end
                          else begin
                                     j = 0;
                                     i = i + 1;
                                     state_next=RP1;
                          end
                        end
        endcase
        state_reg <= state_next;
    end
    always @(i_temp,j_temp) begin
        address = (130*(i_temp+1))+(j_temp+1);
    end
endmodule
File: /design/flow/run.sh
#!/bin/bash
# OpenROAD 26Q1-2900-gdf79404cd8, Yosys 0.63+post, stock flow scripts
make -C /OpenROAD-flow-scripts/flow DESIGN_CONFIG=/design/flow/config.mk WORK_HOME=/design/flow/orfs finish
==> results.toml <==
# implementation run metrics
[outcome]
status = "finished, final reports clean"

[setup_path]
worst-endpoint-arrival_ps = 4390
crit_buf_inv = 1
startpoint_type = "flop"
worst_setup_path_end_kind = "output port"
slowest_delay_ps = 490
critPathMostFrequentCell = "ha_1"
reg2regPathDepth = 7
cp_cell_sequence = "nand3_1, nor2_1, and4_1, xor2_1, ha_1, ha_1, fa_1, ha_1, a21o_1, a21o_1, a31o_2, a31oi_1, xnor2_1, clkdlybuf4s50_1"
path_delay_family = "adder cells"
crit_slowest_cell = "fa_1"
critPathKind = "reg2out"
cp.required_ps = 8640
worst-path-stages = 14
critPathMaxFanout = 4

[grt]
gr-total-overflow = 0
grt_max_degree = 52
grt_pass1_wl_mm = 27.8
antenna_found_initial = 0
track_usage_pct = 16.5
grt_pass1_vias = 5072

[logic_synthesis]
flop_cell = "edfxtp_1"
synth.area.mux_share_pct = 1.75
top_cells_by_area = "edfxtp_1, ha_1, xnor2_1, nor2_1, xor2_1"
synth_seq_share_pct = 31.1
top_area_cell = "edfxtp_1"
ys_sh_aoi_pct = 20.1
yosys_warnings = 0
synthesis.area_um2 = 6380
ys_ff = 66
async_flop_share_pct = 0
yosysChipArea_um2 = 6380
ys_sh_xor_pct = 10.9
post_synth.cell_area_avg_um2 = 8.71
ys_sh_simple_pct = 22.4
adder_share_pct = 8.04
ys_cells = 732
edf_count = 66
top_area_share_pct = 31.1
ys_top_logic_family = "simple AND/OR/NAND/NOR gates"
postSynthCellCount = 732
synth_cell_types = 85

[placement]
postPlaceCellArea_um2 = 6770
hpwl_mm = 12.0
portBuffers = 28
place_congestion = 0.984

[final_timing]
clock_skew_ps = 10.2
fin_setup_tns_ps = 0
final-setup-viol-count = 0
relSlewSlack_pct = 41.3
hold_viol_final = 0
period_needed_ps = 6550
worstMarginPinSlew_ps = 874
finalMaxSlewViolations = 0
max_freq_ghz = 0.153
rsz0062_at_grt = "false"
timing.final.crit_share_pct = 60.6

[drt]
dr.first_iter.drc_count = 482
drcViolationCount = 0
routed_wl_mm = 17.1
via_per_inst = 5.59
via_count = 5565
ant_nets = 0
num_antenna_cells = 0
drtPass1Iterations = 5
wire_per_inst_um = 17.2

[clock_tree]
clockBufferDepth = 2
cts-root-buf = "clkbuf_16"
cts_sinks = 66
cts.reportedPaths.clkPinSlew_ps = 60
cts_buffers = 9
ctsResizeCount = 0
clock_latency_ps = 340
post_cts_buffers = 0
htree_num_levels = 3
tritoncts = "done"
cts_hold_buf = 0

[floorplan]
core.rowCount = 52
die_h_um = 148
fp_util_pct = 31.0
coreArea_um2 = 20600
ios = 29
dieWidth_um = 148
die-area_um2 = 21800

[run]
warning_count = 28
maxCapViolCount = 0

[final_layout]
drive_above_1_share_pct = 8.00
area_growth_pct = 11.2
stdcell_area_um2 = 7090

[min_path]
worstHoldPathType = "reg2reg"
holdPathStages = 1
-- sequential cells by signal, indices dropped and copies added (netlist names) --
| name | cells |
|---|---|
| done | 1 |
| i | 15 |
| i_temp | 14 |
| j | 15 |
| j_temp | 15 |
| shift_right | 1 |
| start_conv | 1 |
| state_next | 4 |
-- layout make-up --
cell class	instances	area (um2)
Clock buffer	9	225
Fill cell	2096	13500
Tap cell	270	338
Timing Repair Buffer	37	348
Multi-Input combinational cell	592	4050
Sequential cell	66	1980
Clock inverter	7	103
Inverter	14	52.6
-- worst register-to-register path: stages, from the launching register on --
cell and delay [ps]:
edfxtp_1 390, buf_4 430, or3b_4 520, a21oi_2 430, nand2b_1 190, a32oi_1 100, o211a_1 220, a311oi_1 540
-- per-layer routing --
metal / wire, um / global-route usage, % / vias up / share of wire [%]
li1: - / - / 2701 / -
met1: 8040 / 26.2 / 2575 / 47
met2: 7070 / 23.2 / 249 / 41
met3: 1500 / 3.06 / 40 / 8.8
met4: 528 / 4.64 / 0 / 3.1
met5: 0 / 0 / - / 0
-- stage by stage --
stage	std cells	setup slack (ps)	util, %	hold slack (ps)
final	995	4250	34.5	619
after detailed placement	979	4600	32.9	618
after floorplan	732	5310	-	580
after CTS	995	4230	34.5	626
after global placement	979	4620	32.9	611
after global routing	995	3970	34.5	644
-- path summary, 6_finish.rpt --
path                  to  slack (ps)          start
max reg2reg    j_temp[7]        7680  state_next[3]
min                 i[0]         620           i[0]
min reg2reg         i[0]         620           i[0]
max          address[14]        4250      i_temp[2]
-- cell usage in the layout (no fill, tap or decap), types with 10 or more instances in the layout --
cell type	Yosys	routed
a21o_1	11	11
a21oi_1	41	41
a31oi_1	13	13
clkdlybuf4s50_1	0	28
edfxtp_1	66	66
ha_1	37	37
inv_1	13	13
nand2_1	40	40
nand2b_1	10	10
nand3_1	31	31
nor2_1	89	89
nor2b_1	11	11
nor3_1	22	22
o21ai_0	42	42
o22ai_1	16	16
xnor2_1	47	47
xor2_1	30	30
-- cells in the mapped netlist, drive strengths merged (11+ instances only) --
| library cell | instances |
|---|---|
| nand2 | 41 |
| nor2b | 11 |
| nand2b | 11 |
| nor2 | 90 |
| inv | 14 |
| nor4 | 11 |
| o22ai | 16 |
| edfxtp | 66 |
| buf | 24 |
| nor3 | 24 |
| a21o | 11 |
| a31oi | 13 |
| xnor2 | 47 |
| o21ai | 44 |
| xor2 | 30 |
| nand3 | 32 |
| clkbuf | 36 |
| ha | 37 |
| a21oi | 42 |
-- kinds of logic after synthesis --
group | Yosys count
xor gates and xnor gates | 78
muxes | 11
buffers and inverters | 74
and+or+nand+nor | 269
AOI/OAI and AO/OA | 194
adders and majority gates | 40
DFF | 66
